$ cat /design/flow/config.mk
export PLATFORM = sky130hd
export DESIGN_NAME = video_timing
export DESIGN_NICKNAME = video_timing
export VERILOG_FILES = /design/flow/design.v
export SDC_FILE = /design/flow/constraint.sdc
export NUM_CORES = 4
export LEC_CHECK = 1
export CORE_AREA = 10 10 85 85
export DIE_AREA = 0 0 95 95
$ cat /design/flow/constraint.sdc
current_design video_timing

set clk_period 3.1
set clk_io_pct 0.2

create_clock -name clk0 -period $clk_period [get_ports {clk_pixel}]

set non_clock_inputs [all_inputs -no_clocks]
set_input_delay [expr $clk_period * $clk_io_pct] -clock clk0 $non_clock_inputs
set_output_delay [expr $clk_period * $clk_io_pct] -clock clk0 [all_outputs]
$ cat /design/flow/design.v
module video_timing (
    input  wire clk_pixel,
    output wire [9:0] sx, sy,         
    output wire h_sync, v_sync, de    
);
    localparam HA = 640; localparam HF = 16; localparam HS = 96; localparam HT = 800;
    localparam VA = 480; localparam VF = 10; localparam VS = 2;  localparam VT = 525;
    reg [9:0] cx = 0, cy = 0;  
    always @(posedge clk_pixel) begin
        if (cx == HT-1) begin
            cx <= 0;  
            if (cy == VT-1) cy <= 0;  
            else cy <= cy + 1;        
        end else begin
            cx <= cx + 1;  
        end
    end
    assign sx = cx;
    assign sy = cy;
    assign de = (cx < HA) && (cy < VA);
    assign h_sync = (cx >= HA + HF) && (cx < HA + HF + HS); 
    assign v_sync = (cy >= VA + VF) && (cy < VA + VF + VS);
endmodule
$ cat /design/flow/run.sh
#!/bin/bash
# OpenROAD 26Q1-2900-gdf79404cd8, Yosys 0.63+post, stock flow scripts
make -C /OpenROAD-flow-scripts/flow DESIGN_CONFIG=/design/flow/config.mk WORK_HOME=/design/flow/orfs finish
==> flow_summary.toml <==
# physical design summary
[global_route]
grt_pass1_vias = 779
grtUsageTotal_pct = 4.94
antenna_found_initial = 0
globalRoute.totalOverflow = 0
grt_max_degree = 16
grt_pass1_wl_um = 3630

[die]
die_y_um = 95
core-area_um2 = 5470
chipArea_um2 = 9030
fp-row-count = 27
chipWidth_um = 95
fp_util_pct = 18.4
io_pins = 24

[detailed_routing]
vias = 799
drtIter0Drc = 47
drt-met1-wl_um = 1070
topRoutingLayerUsed = "met4"
route.met3.wl_um = 316
finalWirelength_um = 2240
drc = 0
viasPerCell = 4.08
first_pass_iters = 2
met2_wirelength_um = 844
route.antenna.remaining_nets = 0
wire_per_inst_um = 11.4
diodes = 0

[min_path]
worstHoldStart = "cx[0]"
min-delay-path-class = "register to register"
hold_end = "cx[0]"
hold_path_depth = 1

[cts]
cts.sinks = 20
cts-root-buf = "clkbuf_8"
h-tree-depth = 1
clock_latency_ns = 0.25
cts.clk_slew.worst_paths_ns = 0.07
cts_tree = "yes"
clockBufferDepth = 2
cts_made_buffers = 3
ctsHoldBuffers = 0
postCtsResizedCells = 0
cts_setup_buffers = 0

[synth]
edf_count = 10
synthesis.area_um2 = 1010
synthArstFlopShare_pct = 0
synthCells = 97
ys.flop_type = "edfxtp_1"
avgSynthCellArea_um2 = 10.4
yosysTopAreaCellShare_pct = 29.8
synthTopCellsByCount = "dfxtp_1, edfxtp_1, nor2_1"
synth_stat.cells = 97
yosysTopAreaCell = "edfxtp_1"
synth_cell_types = 25
postSynthSeqShare_pct = 49.7
yosys-stat-area_um2 = 1010
synth.yosys.warnings = 1
synth.area.top_cells = "edfxtp_1, dfxtp_1, xor2_1, ha_1, nor2_1"
ys_ff = 20

[cells_and_area]
fin_area_um2 = 1370
stdcell_count = 196
drive_gt1_share_pct = 6.45
area_growth_pct = 36.3

[worst_setup_path]
cp_data_required_time_ns = 2.48
cp_data_arrival_time_ns = 2.03
critPathMaxFanout = 6
r2r-end = "cy[4]"
r2r_cells = 2
cp-start-kind = "register"
worstSetupPathType = "register to output pin"
rr_startpoint = "cx[7]"
ff2ff_setup_slack_ns = 1.22
end_kind = "output pin"

[pwr]
comb_power_share_pct = 0
vdd_drop_max_mv = 0.170
p_clk_share_pct = 39.0
switchingPower_uw = 84.1
pwr-share-seq_pct = 61.0
p_leak_uw = 0.000527
powerDensity_nw_per_um2 = 328
p_int_uw = 366
sw_frac_of_total_pct = 18.7

[timing]
max_slew.worst_pin.slew_ns = 0.716
final-max-slew-violation-count = 0
timing.setup.tns_ns = 0
fin_worst_skew_ns = 0.00387
rsz0062_at_grt = "no"
fmax_mhz = 378
max_slew_margin_pct = 52.1
fin_crit_ns = 2.65
finalSetupViolations = 0
hold_viol = 0
finalCritPeriodShare_pct = 85.4

[place]
gp_congestion = 0.784
numPortBuffers = 23
place_hpwl_um = 1670
placedInstanceArea_um2 = 1330
dpl.cell_count = 192

[job]
warnings = 28
maxCapViolations = 0

[status]
status = "finished, final reports clean"
sequential cells by signal, summed over array words and instances, names as in the netlist:
signal,count
cy,10
cx,10
worst max-delay path: stages (launching register included):
cell and delay, ns:
edfxtp_1 0.46, or4b_2 0.68, nor3_1 0.14, clkdlybuf4s50_1 0.49
power groups by stage:
stage / clock (uW) / sequential, uW / combinational (uW)
finish: 175 / 275 / 0.000307
global route: 194 / 274 / 0.000307
CTS: 183 / 274 / 0.000307
layout make-up:
cell class | count | area [um2]
multi-input cells | 71 | 484
clock buffers | 4 | 45.0
repair buffers | 23 | 230
well taps | 72 | 90.1
inverters | 6 | 22.5
flip-flops and latches | 20 | 500
fillers | 602 | 4100
through the flow:
step	util [%]	hold slack (ns)	power (uW)	setup slack, ns
after global routing	25.1	0.569	468	0.310
after CTS	25.1	0.508	458	0.442
final	25.1	0.510	450	0.452
after floorplan	-	0.442	281	1.32
after detailed placement	24.3	0.490	281	0.737
after global placement	24.3	0.481	281	0.727
cell usage in the layout (no fill, tap or decap), drive strengths merged, types with 4 or more instances in the layout:
cell	instances
nand2	7
inv	6
ha	4
nor2	10
clkdlybuf4s50	23
nand3	7
dfxtp	10
xor2	9
edfxtp	10
nor3	5
clkbuf	4
routing by layer:
metal  vias up  global-route usage (%)
met2        23                    7.21
met3         2                    2.72
met5         -                       0
met4         0                   0.374
met1       372                    6.61
li1        402                       -
worst max path at each step:
stage / cells after the start / from / slack, ns / end
CTS: 3 / cy[4] / 0.44 / v_sync
global route: 3 / cy[4] / 0.31 / v_sync
finish: 3 / cy[4] / 0.45 / v_sync
kinds of logic (layout without fill, tap and decap cells):
| logic type | count (synthesis) | count (layout) | synth area share [%] |
|---|---|---|---|
| compound gates | 10 | 10 | 5.71 |
| xor+xnor | 12 | 12 | 10.4 |
| fa+ha+maj | 4 | 4 | 4.97 |
| buf+inv | 6 | 33 | 2.24 |
| flops | 20 | 20 | 49.7 |
| simple gates | 45 | 45 | 27.0 |
No activity file was given, so power comes from the tool's default toggle rates.
